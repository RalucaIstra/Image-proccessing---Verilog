## design/flow/config.mk

```make
export PLATFORM = sky130hd
export DESIGN_NAME = process
export DESIGN_NICKNAME = process
export VERILOG_FILES = /design/flow/design.v
export SDC_FILE = /design/flow/constraint.sdc
export NUM_CORES = 4
export LEC_CHECK = 1
export CORE_UTILIZATION = 40
```

## design/flow/run.sh

```bash
#!/bin/bash
# OpenROAD 26Q1-2900-gdf79404cd8, Yosys 0.63+post, stock flow scripts
make -C /OpenROAD-flow-scripts/flow DESIGN_CONFIG=/design/flow/config.mk WORK_HOME=/design/flow/orfs finish
```

## design/flow/constraint.sdc

```tcl
current_design process

set clk_period 1.0
set clk_io_pct 0.2

create_clock -name clk0 -period $clk_period [get_ports {clk}]

set non_clock_inputs [all_inputs -no_clocks]
set_input_delay [expr $clk_period * $clk_io_pct] -clock clk0 $non_clock_inputs
set_output_delay [expr $clk_period * $clk_io_pct] -clock clk0 [all_outputs]
```

## design/flow/design.v

```verilog
`timescale 1ns / 1ps
module process(
	input clk,				 
	input [23:0] in_pix,	 
	output reg [5:0] row, col, 	 
	output reg out_we, 			 
	output reg [23:0] out_pix,	 
	output reg mirror_done,		 
	output reg gray_done,		 
	output reg filter_done);	 
	reg [7:0] r, g, b;
	reg [5:0] state, next_state;
	reg [5:0] next_col, next_row; 
	reg [23:0] aux, aux1;
	reg [7:0] ma = 0, min = 0, max = 0; 
	reg [3:0] INCEPUT = 0;
	reg [3:0] MIRROR = 1;
	reg [3:0] SALVEZ_PIXEL = 2;
	reg [3:0] INTERSCHIMB_SI_SALVEZ = 3;
	reg [3:0] SALVEZ = 4;
	reg [3:0] START = 5;
	reg [3:0] GRAYSCALE = 6;
	reg [3:0] SALVEZ_PIXEL_CULORI = 7;
	reg [3:0] SALVEZ_IN_G = 8;
	reg [3:0] START_FINAL = 9;
	reg [3:0] FILTER = 10;
	always @(posedge clk)begin 
		state <= next_state;
		row <= next_row;
		col <= next_col;
	end
	always @(*)begin
		case(state)
		  INCEPUT:begin
				next_row = 0;
				next_col = 0;
				out_we = 0;
				mirror_done = 0;
				gray_done = 0;
				filter_done = 0;
				next_state = MIRROR;
			end
		  MIRROR:begin
		  if (col <= 63)begin
			  if (row < 32)begin
					out_we = 0;
					next_state = SALVEZ_PIXEL;
			  end
			  else begin
					next_row = 0;
					next_col = col + 1;
					next_state = MIRROR;
			  end
		  end
		  if( col > 62 && row == 32) begin
			  mirror_done = 1;
			  next_state = START;
		  end
		  end
		  SALVEZ_PIXEL:begin
				aux = in_pix;
				next_row = 63 - row;
				next_state = INTERSCHIMB_SI_SALVEZ;
			end
			INTERSCHIMB_SI_SALVEZ:begin
				out_pix = aux;
				aux1 = in_pix;
				next_row = 63 - row;
				out_we = 1;
			   next_state = SALVEZ;
			end 
			SALVEZ:begin
				out_pix = aux1;
				out_we = 1;
				next_state = MIRROR;
				next_row = row + 1;
			end
			START:begin
				out_we = 0;
				next_row = 0;
				next_col = 0;
				next_state = GRAYSCALE;
			end
			GRAYSCALE:begin
				if (col <= 63)begin
					if (row < 63)begin
						out_we = 0;
						next_state = SALVEZ_PIXEL_CULORI;
					end
			   else begin
					next_row = 0;
					next_col = col + 1;
					next_state = GRAYSCALE;
			   end
			   end
				if( col > 62 && row > 62) begin
					gray_done = 1;
					next_state = START_FINAL;
				end
			end
		  SALVEZ_PIXEL_CULORI: begin
				r = in_pix[23:16];
            g = in_pix[15:8];
            b = in_pix[7:0];
				min = (r < g) ? r : g;
				min = (min < b) ? min : b;
				max = (r > g) ? r : g;
				max = (max > b) ? max : b;
				ma = (min + max) / 2;
				next_state = SALVEZ_IN_G;
			end
			SALVEZ_IN_G:begin
				r = 0;
				g = ma;
				b = 0;
				out_pix = { r, g, b};
				out_we = 1;
				next_row = row + 1;
				next_state = GRAYSCALE;
			end
			START_FINAL:begin
				out_we = 0;
				next_row = 0;
				next_col = 0;
				next_state = FILTER;
			end
			FILTER:begin
				filter_done = 1;
			end
			default: next_state = INCEPUT;
		endcase
	end
	endmodule
```

==> out/summary.txt <==
Status: complete, no violations
Avg Cell Area, Syn: 8.91 µm²
Cts hold-fix bufs: 0
Placement Rows: 36
CP max stage delay: 330 ps
Pwr dens: 594 nW/µm²
Fin crit period: 951 ps
CP Data Arrival Time: 750 ps
Cycle use final: 95.1%
Die height: 103 µm
Max FO, Critical Path: 2
CTS root buffer: clkbuf_8
Detailed Place HPWL: 7210 µm
Vias in the first global route: 3125
Die Wd: 103 µm
Die footprint: 10600 µm²
Via Count: 3293
Number of unconstrained endpoints: 144
Core area: 9820 µm²
Main flop type: dlxtn_1
Tool warnings: 27
WL final: 9120 µm
First-pass detailed-route iteration total: 4
Actual slew at the worst max-slew pin: 882 ps
EDFF count, synth: 0
Clock transition at path regs: 70 ps
Kind of critical path: flop to output pin
Most frequent cells in the layout: dlxtn_1, nand2_1, clkdlybuf4s50_1, ha_1, nor2_1
Register pins left without a clock: 100
Total congestion overflow: 0
RSZ-0062 raised after global routing: false
Worst Setup SP: row[5]
Final Cell Area: 5010 µm²
P&R area growth vs syn: 22.7%
Fillers: 924
Seq. cell area: 1840 µm²
Post-layout util: 51.0%
Maxcap violations: 0
CTS tree: built
Crit path launch type: flop
Synthesized cell area: 4080 µm²
Hold Slack: 917 ps
First DRT Iteration DRCs: 117
Ys flops: 116
CTS buffer count: 3
Largest net degree at the start of global routing: 27
RD Place Congestion: 0.918
Worst VDD drop: 0.683 mV
Synth Warn #: 1
Total Routing Usage GR: 19.0%
Final Worst Setup Slack: 49.3 ps
Max frequency: 1.05 GHz
Req. time, crit path: 800 ps
Number of vias per cell: 5.01
Worst Hold Class: flop to output pin
# IOs: 65
Top cell excl fill/tap: dlxtn_1
Post-synth ARST share: 0%
CP Cell Sequence: clkdlybuf4s15_1
Clock Tree Buf Depth: 2
Family with the most delay on the worst path: flip-flops
Final Hold Vio Count: 0
Logic cell area: 2100 µm²
# diodes: 0
Dpl ws: -24.4 ps
IO buf count: 64
Leakage power: 2.22 nW
Remaining DRCs: 0
Routed WL per cell: 13.9 µm
Synth area leader: dlxtn_1
FP Core Util: 41.6%
Share of layout cells above drive strength 1: 11.5%
Hold path start: col[3]
Ys cells: 458
Setup crit end kind: output pin
Cell area leaders: dlxtn_1, ha_1, dfxtp_1
H-tree depth: 1
Top area contributor share: 36.8%
Final Max-Slew Violation Tally: 0
Post-route ant nets: 0
Initial antenna violation count: 0
Final setup violation count: 0
Buf+Inv Stages, Crit Path: 1
Yosys stat area: 4080 µm²
Area post-placement: 4930 µm²
Synth unique cells: 57
Post-Syn Instances: 458
First-pass GRT wire length: 15300 µm
CP max stage cell: dfxtp_2
Max_slew headroom: 41.2%
## power breakdown
group | switching (mW) | total (mW) | internal, mW
logic | 0.907 | 1.67 | 0.768
registers | 0 | 0.722 | 0.722
clock network | 0.228 | 0.577 | 0.349
## per-layer routing
metal,wire [µm],track usage (%),vias to the layer above
met5,0,0,-
met4,139,2.38,0
met3,499,1.52,8
met2,4210,32.0,74
met1,4270,28.0,1494
li1,-,-,1717
## sequential cells by signal, indices dropped and copies added (netlist names)
signal,cells
aux,24
aux1,24
col,6
filter_done,1
gray_done,1
ma,8
mirror_done,1
next_col,6
next_row,6
next_state,4
out_pix,24
out_we,1
row,6
state,4
## logic make-up (layout without fill, tap and decap cells)
family	Yosys count	in the layout	synth area share (%)
AND-OR/OR-AND	102	102	18.0
XOR/XNOR	12	12	2.58
adder cells (fa/ha/maj)	35	35	10.9
buffers and inverters	43	109	4.14
flip-flops	16	16	7.85
latches	100	100	36.8
multiplexers	14	14	3.86
AND/OR/NAND/NOR	136	136	15.9
## final cells by class
class	instances	share of cell area, %
Sequential cell	116	36.7
Multi-Input combinational cell	299	41.9
Tap cell	133	3.32
Inverter	26	1.95
Timing Repair Buffer	79	15.0
Clock buffer	4	1.10
## what timing repair did
| item | CTS | global route |
|---|---|---|
| resized | 32 | 4 |
| setup endpoints to repair | 12 | 4 |
| setup buffers | 1 | 0 |
## worst paths after layout
check	depth (start not counted)	end
max	1	row[5]
min	1	col[3]
## per-stage QoR
stage          TNS [ps]  power [mW]  std cells
2_1_floorplan         0        1.99        458
3_3_place_gp      -13.5        2.41        652
3_5_place_dp      -24.4        2.42        652
4_1_cts               0        3.01        657
5_1_grt               0        3.25        657
6_report              0        2.97        657
## Yosys cell counts, types with 10 or more instances
library cell / count
a22o_1: 17
dfxtp_1: 16
ha_1: 34
inv_1: 26
clkbuf_1: 15
o21ai_0: 24
nand2_1: 57
nand3_1: 10
a21oi_1: 16
mux2_2: 14
dlxtn_1: 100
nor2_1: 28
Power figures rest on the tool's default switching activity, not on a simulated workload.
